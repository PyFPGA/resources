==> ./design.v <==
module Blink (
  input  wire clk_i,
  output wire led_o
);
  localparam            DIV = 50000;
  reg                   led;
  reg [$clog2(DIV)-1:0] cnt = 0;
  always @(posedge clk_i) begin
    if (cnt == DIV-1) begin
      cnt = 0;
      led <= ~led;
    end else begin
      cnt = cnt + 1;
    end
  end
  assign led_o = led;
endmodule
module Top (
  input  wire clk_i,
  output wire led_o
);
  Blink dut (.clk_i (clk_i), .led_o (led_o));
endmodule
==> ./run.sh <==
#!/bin/bash
# OpenROAD 26Q1-2900-gdf79404cd8, Yosys 0.63+post, stock flow scripts
make -C /OpenROAD-flow-scripts/flow DESIGN_CONFIG=/design/flow/config.mk WORK_HOME=/design/flow/orfs finish
==> ./config.mk <==
export PLATFORM = sky130hd
export DESIGN_NAME = Top
export DESIGN_NICKNAME = Top
export VERILOG_FILES = /design/flow/design.v
export SDC_FILE = /design/flow/constraint.sdc
export NUM_CORES = 4
export LEC_CHECK = 1
export CORE_AREA = 10 10 89 89
export DIE_AREA = 0 0 99 99
==> ./constraint.sdc <==
current_design Top

set clk_period 3.8
set clk_io_pct 0.2

create_clock -name clk0 -period $clk_period [get_ports {clk_i}]

set non_clock_inputs [all_inputs -no_clocks]
set_input_delay [expr $clk_period * $clk_io_pct] -clock clk0 $non_clock_inputs
set_output_delay [expr $clk_period * $clk_io_pct] -clock clk0 [all_outputs]
==> run notes <==
The violation tally recorded at the end of detailed-routing iteration 0 is 23. For reference, the critical path cell chain is clkdlybuf4s50_1. The run gives 368.3 nW/um2 for the total power per unit cell area. The report lists the number of cells resized after CTS as 0. The final timing report lists a hold violation count of 0. The clock-pin slew on the worst setup and hold paths was 0.07 ns.

Max-slew check failures listed in the final report amount to 0. In this run the maximum-capacitance check reported violations numbering 0. For reference, the critical path is captured by led_o. Hold repair after CTS inserted 0 buffers. With the flop-to-flop setup slack at 2.19 ns, the sequential fraction of design power is 57.1%. Per the synthesis report, the dominant area consumer among library cells is dfxtp_1.

The number of stages on the worst setup path works out to 1. The switching portion of total power was 19.84%; the part of the total power dissipated in the clock network was 42.9%. The wire-length estimate of the detail-placed layout is 765.2 um. The tools report the arrival time at the worst endpoint as 1.05 ns.

The worst register-to-register path ends at dut.led. The worst setup path is of the register to output pin kind. The I/O pin count was 2. TritonCTS built the clock tree. The routed layout reports a DRC error count of 0.

At the pin with the least slew margin, the transition time is 0.3484 ns. Mean instance size in the synthesized netlist: 10.38 um2. For the antenna diode count, the log shows 0. The most used flip-flop cell after synthesis is dfxtp_1. The number of antenna violations at the first check in global routing is 0.

The fraction of the cycle the final worst path needs came out at 47.61%. The most critical hold endpoint after final layout shows a slack of 0.4630 ns. dfxtp_1 is the most common cell in the netlist. The pin count of the biggest net entering global routing is 11. In this build the clock could be raised as far as 552.7 MHz. In the routed layout, each cell is associated on average with a via count of 3.169. After layout, the setup clock skew is reported as 0.0004401 ns. In the power breakdown, the internal column shows 0.2523 mW. The number of global-route vias before repair is 437, and the number of enable flip-flop cells is 1.

The wire length recorded after detailed routing is 1140 um. Clock insertion delay at the later pin of the skew report: 0.25 ns. The total clock buffers created by CTS came out at 3. The tally of unique sky130hd cells used after synthesis is 22, and the maximum fanout along the worst path is 2.

The run gives 1.809 ns for the post-layout minimum cycle time. For this run, the total global-route usage over all layers was measured as 2.355%. Number of warning messages in the logs: 25. Number of cells produced by synthesis: 70. For the total overflow reported by the global router, the log shows 0. The final report lists the setup-violating endpoint count as 0. Static leakage: 0.3197 nW.

The horizontal extent of the die was 99 um. The synthesized netlist has a Yosys-reported chip area of 726.9 um2. Before placement the cells fill 12.13% of the core.

The run gives 1 for the port buffer count. The flow ran to the end, and the final reports show no timing, DRC or antenna violations. The top cell type by area accounts for 44.06% of the synthesized area.

In the Yosys report the total cell count is 70. For the switching power of the nets, the log shows 0.06243 mW. The cell with the largest stage delay on the worst path is clkdlybuf4s50_1.

VDD sags by at most 0.1506 mV. For this design, the sink count on the clock tree is 17. The placement summary gives the final routability congestion estimate as 0.7650.

The level count of the clock H-tree came out at 1. The run gives 5991 um2 for the area inside the core boundary. The routed layout has 469 vias.

Setup repair after global routing left no endpoint under its margin. Checking hold timing, the worst path is listed with class register to register. The relative area change from synthesis to final layout came out at 17.56%. The launch point of the worst reg-to-reg path was dut.cnt[0].

For the sequential area share after synthesis, the log shows 48.19%. Yosys reports that the most numerous cell types are dfxtp_1, nor2_1, xor2_1. The logs give 1 for the warning count from the yosys run and 2.199 ns for the pre-CTS worst setup slack. The logs give 76.78% for the worst max-slew margin expressed relative to the limit and 2 for the deepest clock path buffer count. For the final routed database, the setup TNS stands at 0 ns. The final report lists a non-filler cell total of 148.

Sorting the synthesized cells by area gives the leading types as dfxtp_1, xor2_1, xnor2_1. Per the post-route antenna check, the number of violating nets is 0. The gate family responsible for the most delay along the worst path was buffers and inverters.

In this run the core area contains 28 standard-cell rows. The worst path meets setup with 1.991 ns of slack. For reference, the critical path is launched at dut.led. STA puts the critical path data required time at 3.04 ns. Yosys reported that registers with async set or reset make up 0%. The run gives 0.3147 mW for the total power draw. STA classifies the critical path endpoint as an output pin. Cell chosen for the clock root: clkbuf_8. TritonRoute output was used to compute an average wire per cell of 7.703 um. The post-route netlist has 8.219% of its cells at a drive strength greater than 1. Per the repair_timing log after CTS, setup buffers inserted total 0. The die is 99 um tall.

The tools report the category of the worst setup path launch point as a register. For this run, the slowest stage of the critical path takes 0.46 ns. The count of cells along the worst register-to-register path was 3.

The synthesized netlist occupies a cell area of 726.9 um2. The number of register bits inferred by synthesis was 17; the wire length of the first global-routing pass was 2007 um. The post-placement cell count was 144. For this run, the detailed router's first-pass iteration total came to 4.

The power share of the combinational group was 0%; the total die size was 9801 um2. The total buffers and inverters traversed by the critical path is 1.
-- power groups by stage --
stage / clock network (mW) / logic (mW) / registers (mW)
4_1_cts: 0.137 / 0.000000154 / 0.180
6_report: 0.135 / 0.000000154 / 0.180
5_1_grt: 0.144 / 0.000000154 / 0.179
-- registers in the layout, summed over array words and instances (netlist names) --
register	count
dut.led	1
dut.cnt	16
-- area by class of cell --
class,instances,area [um2]
clock buffers,3,41.29
clock inverters,1,5.005
fillers,658,5136
inverters,2,7.507
multi-input cells,49,346.6
flip-flops and latches,17,350.3
well taps,75,93.84
repair buffers,1,10.01
-- stage by stage --
stage	utilization, %	cell area (um2)
after floorplan	-	726.9
after detailed placement	13.49	808.3
after global placement	13.49	808.3
after global routing	14.26	854.6
after CTS	14.26	854.6
final	14.26	854.6
-- metal layers --
metal | share of wire, % | GRT usage (%) | up-vias | wire, um
met4 | 2.4 | 0.4410 | 0 | 27
met1 | 57 | 3.431 | 212 | 645
met2 | 37 | 3.357 | 6 | 419
met3 | 4.1 | 0.7047 | 2 | 47
met5 | 0 | 0 | - | 0
li1 | - | - | 249 | -
-- logic make-up (layout without fill, tap and decap cells) --
kind of cell,Yosys count,count (layout),synth area share [%]
DFF,17,17,48.19
AOI/OAI and AO/OA,1,1,0.6878
and+or+nand+nor,34,34,29.60
xor gates and xnor gates,13,13,15.66
buffers and inverters,4,7,4.131
adders and majority gates,1,1,1.721
-- cells in the final DEF (no fill, tap or decap) --
cell type         n
ha_1              1
nor2_1            9
clkbuf_8          3
nor3_1            1
nand2_1           2
and4b_1           1
and4_1            3
and3_1            4
dfxtp_1          16
nand3b_1          1
nand4_1           3
nand3_1           5
clkinv_2          1
nor4bb_1          1
and4bb_1          1
nor2b_1           1
inv_1             2
o21ai_1           1
clkdlybuf4s50_1   1
xor2_1            7
xnor2_1           6
nor3b_2           1
nor4b_2           1
edfxtp_1          1
-- worst min path at each step --
| stage | from | end | slack [ns] | cells after the start |
|---|---|---|---|---|
| after CTS | dut.cnt[0] | dut.cnt[0] | 0.47 | 1 |
| after global routing | dut.cnt[14] | dut.cnt[14] | 0.51 | 1 |
| final | dut.cnt[0] | dut.cnt[0] | 0.46 | 1 |
Power figures rest on the tool's default switching activity, not on a simulated workload.
